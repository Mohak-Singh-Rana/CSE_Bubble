### design/flow/design.v
module instruction_fetch(input wire [15:0] mem_addr, output reg[31:0] ins, input clk );
reg [31:0]ins_address[31:0];
initial begin
  ins_address[0] = {6'b000000,5'b00001,5'b00010,5'b00000,5'b00000,6'b000000};   
  ins_address[1] = {6'b000000,5'b00001,5'b00010,5'b00000,5'b00000,6'b000001};  
  ins_address[2] = {6'b000000,5'b00001,5'b00010,5'b00000,5'b00000,6'b000010};   
  ins_address[3] = {6'b000000,5'b00001,5'b00010,5'b00000,5'b00000,6'b000011};  
  ins_address[4] = {6'b000001,5'b00001,5'b00000,16'd1000};  
  ins_address[5] = {6'b000010,5'b00001,5'b00000,16'd1000};  
  ins_address[6] = {6'b000011,5'b00001,5'b00010,5'b00000,5'b00000,6'b000011};  
  ins_address[7] = {6'b000011,5'b00001,5'b00010,5'b00000,5'b00000,6'b000100};  
  ins_address[8] = {6'b000100,5'b00001,5'b00000,16'd1000}; 
  ins_address[9] = {6'b000101,5'b00001,5'b00000,16'd1000}; 
  ins_address[10] = {6'b000110,5'b00001,5'b00010,5'b00000,5'd10,6'b000101};   
  ins_address[11] = {6'b000111,5'b00001,5'b00000,5'b00000,5'd10,6'b000110};   
  ins_address[12] = {6'b001000,5'b00001,5'b00000,16'd10};   
  ins_address[13] = {6'b001001,5'b00001,5'b00000,16'd10};  
  ins_address[14] = {6'b001010,5'b00001,5'b00000,16'd10};   
  ins_address[15] = {6'b001011,5'b00001,5'b00000,16'd10};  
  ins_address[16] = {6'b001100,5'b00001,5'b00000,16'd10};  
  ins_address[17] = {6'b001101,5'b00001,5'b00000,16'd10};  
  ins_address[18] = {6'b001110,5'b00001,5'b00000,16'd10};  
  ins_address[19] = {6'b001111,5'b00001,5'b00000,16'd10};  
  ins_address[20] = {6'b010000,26'd10};  
  ins_address[21] = {6'b010001,5'b00000,5'b00000,5'b00000,5'b00000,6'b000111}; 
  ins_address[22] = {6'b010010,5'b00000,5'b00000,5'b00000,5'b00000,6'b001000}; 
  ins_address[23] = {6'b010011,5'b00001,5'b00010,5'b00000,5'b00000,6'b001001}; 
  ins_address[24] = {6'b010100,5'b00001,5'b00000,16'd100}; 
  ins_address[25] = {6'b010101,5'b00001,5'b00000,16'd10}; 
end
always@(posedge clk)begin
    ins = ins_address[mem_addr];
end
endmodule
### design/flow/run.sh
#!/bin/bash
# OpenROAD 26Q1-2900-gdf79404cd8, Yosys 0.63+post, stock flow scripts
make -C /OpenROAD-flow-scripts/flow DESIGN_CONFIG=/design/flow/config.mk WORK_HOME=/design/flow/orfs finish
### design/flow/config.mk
export PLATFORM = sky130hd
export DESIGN_NAME = instruction_fetch
export DESIGN_NICKNAME = instruction_fetch
export VERILOG_FILES = /design/flow/design.v
export SDC_FILE = /design/flow/constraint.sdc
export NUM_CORES = 4
export LEC_CHECK = 1
export CORE_AREA = 10 10 70 70
export DIE_AREA = 0 0 80 80
### design/flow/constraint.sdc
current_design instruction_fetch

set clk_period 1.4
set clk_io_pct 0.2

create_clock -name clk0 -period $clk_period [get_ports {clk}]

set non_clock_inputs [all_inputs -no_clocks]
set_input_delay [expr $clk_period * $clk_io_pct] -clock clk0 $non_clock_inputs
set_output_delay [expr $clk_period * $clk_io_pct] -clock clk0 [all_outputs]
==> results.ini <==
[outcome]
status = finished clean

[global_routing]
grt-ovfl-total = 0
track_usage = 0.0503
grt_max_degree = 16
grt_pass1_wl_mm = 2.71
grt_use_met3 = 0.0205
use_met2 = 0.0762
top_usage_layer = met2
gr-usage-met1 = 0.0643
antenna_found_initial = 0
grt_pass1_vias = 621

[final_timing]
fin_crit_sh = 0.957
timing.fmax_mhz = 746
final-setup-viol-count = 0
timing.hold.ws_ns = 0.765
hold_viol = 0
maxSlewViolCount = 0
fin_crit_ns = 1.34
rsz0062_at_grt = no

[route]
drtIter0Drc = 18
detail-route-antenna-nets = 0
drt_wl_total_mm = 1.65
diodes = 0
vias = 603
drc_errors = 0
wl_per_cell_um = 9.97
vias_per_cell = 3.65
drtPass1Iterations = 4

[critical_path]
crit_type = flop to primary output
arrival_ns = 1.06
worstSetupStartpointType = flop
path_buffers = 1
crit_fanout = 2
slowest_stage = clkdlybuf4s50_1
critical-path-max-stage-delay_ns = 0.46
end_kind = primary output
cp_top_family = buffers and inverters
crit_path_end = ins[5]
required_ns = 1.12
cp.depth = 1
startpoint = ins[6]$_DFF_P_
cp_cell_sequence = clkdlybuf4s50_1

[clocking]
clockBufferDepth = 2
cts_hold_buf = 0
cts-root-buf = clkbuf_4
numCtsBuffers = 3
cts_tree = yes
clock-sinks = 14
clk_pin_slew_ns = 0.08
htreeDepth = 1
post_cts_buffers = 0
post_cts_resized = 0

[layout]
final.fill_count = 368
final_util = 0.316
largest_register_ffs = 14
syn_to_final_growth_pct = 38.1
drive_gt1_frac = 0.227

[power]
ir_drop_mv = 0.206
power_density_nw_per_um2 = 845
total_power_w = 0.000913
power.leakage_nw = 0.492

[yosys]
logic_family = buffers and inverters
yosys_area_um2 = 782
ys_ff = 14
synth_cell_type_count = 30
yosysCellCount = 88
syn_inst = 88
synthesis.area_um2 = 782
ys_sh_aoi = 0.166
ys_sh_adder = 0
avgSynthCellArea_um2 = 8.89
yosys_warnings = 1
mux_area_frac = 0.0128
simple_gate_area_frac = 0.176
xor_share = 0.0224
ys_seq_frac = 0.358

[die]
core-area_um2 = 3420
fp.dieH_um = 80
boundaryPins = 49
die_width_um = 80
rows = 21
dieArea_um2 = 6400
initCoreUtil = 0.229

[placed_design]
gp_congestion = 0.783
numPortBuffers = 21
hpwl_mm = 1.37

[run]
maxCapViolations = 0
openroad.warnings = 36

[min_path]
min_path_type = input port to flop

## cell usage in the layout (no fill, tap or decap), types with 2 or more instances in the layout
master	count
o221ai_1	2
dfxtp_2	2
a21oi_1	4
clkdlybuf4s50_1	19
nor2_1	4
nand2_1	6
xor2_1	2
buf_4	14
o21a_1	2
dfxtp_1	12
o21ai_0	3
clkbuf_4	3
nand2b_1	5
conb_1	16
o21ai_1	4
dlymetal6s2s_1	2
## metal layers
metal | up-vias | wire (um)
met2 | 30 | 722
met4 | 0 | 34
li1 | 316 | -
met3 | 2 | 195
met5 | - | 0
met1 | 255 | 693
## cell families (layout without fill, tap and decap cells)
| group | count (synthesis) | in the layout |
|---|---|---|
| muxes | 1 | 1 |
| DFF | 14 | 14 |
| and+or+nand+nor | 24 | 24 |
| xor gates and xnor gates | 2 | 2 |
| AOI/OAI and AO/OA | 20 | 20 |
| buffers and inverters | 26 | 42 |
| other | 1 | 16 |
## power breakdown
| group | internal [W] | switching [W] | total, W | leakage, nW |
|---|---|---|---|---|
| Combinational | 0.000129 | 0.0000712 | 0.000201 | 0.354 |
| Sequential | 0.000429 | 0.00000709 | 0.000436 | 0.117 |
| Clock | 0.000158 | 0.000118 | 0.000276 | 0.0210 |
| Total | 0.000716 | 0.000197 | 0.000913 | 0.492 |
## final cells by class
type                            count  area (um2)  share of cell area
Timing Repair Buffer               36         340               0.315
Tap cell                           46        57.6              0.0533
Clock buffer                        4        36.3              0.0336
Sequential cell                    14         283               0.262
Multi-Input combinational cell     63         355               0.329
Inverter                            2        7.51             0.00695
## per-stage QoR
step	instance area, um2	instances	setup WS (ns)	setup TNS (ns)
after floorplan	838	103	0.489	0
after global placement	1040	161	-0.103	-0.808
after detailed placement	1040	161	-0.119	-0.938
after CTS	1070	165	0.0286	0
after global routing	1080	165	0.000264	0
final	1080	165	0.0597	0
## synth_stat cells
cell | n | area, um2
conb_1 | 1 | 3.75
a21boi_1 | 1 | 7.51
nor2_1 | 4 | 15.0
inv_1 | 1 | 3.75
nand2b_1 | 5 | 31.3
nand3_1 | 1 | 5.00
and2b_4 | 1 | 10.0
o31ai_1 | 1 | 7.51
and2_1 | 1 | 6.26
xor2_1 | 2 | 17.5
a21oi_1 | 4 | 20.0
a32o_1 | 1 | 10.0
nand2_2 | 1 | 6.26
nor2_2 | 1 | 6.26
mux2i_1 | 1 | 10.0
nand2_1 | 6 | 22.5
buf_4 | 20 | 150
dfxtp_1 | 14 | 280
and2b_1 | 1 | 7.51
nor2b_2 | 1 | 8.76
o21a_1 | 2 | 15.0
buf_6 | 4 | 45.0
o21ai_1 | 4 | 20.0
nor3b_2 | 1 | 12.5
o21ai_0 | 3 | 15.0
o21bai_1 | 1 | 7.51
a21bo_1 | 1 | 10.0
inv_2 | 1 | 3.75
nor2b_1 | 1 | 6.26
o221ai_1 | 2 | 17.5
## worst min path at each step
| stage | start | endpoint | slack [ns] | cells after the start |
|---|---|---|---|---|
| CTS | mem_addr[4] | ins[3]$_DFF_P_ | 0.76 | 3 |
| global route | mem_addr[4] | ins[3]$_DFF_P_ | 0.78 | 3 |
| finish | mem_addr[4] | ins[3]$_DFF_P_ | 0.76 | 3 |
Power figures rest on the tool's default switching activity, not on a simulated workload.
